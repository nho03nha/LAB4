### flow/run.sh
#!/bin/bash
# OpenROAD 26Q1-2900-gdf79404cd8, Yosys 0.63+post, stock flow scripts
make -C /OpenROAD-flow-scripts/flow DESIGN_CONFIG=/design/flow/config.mk WORK_HOME=/design/flow/orfs finish
### flow/config.mk
export PLATFORM = sky130hd
export DESIGN_NAME = immgen
export DESIGN_NICKNAME = immgen
export VERILOG_FILES = /design/flow/design.v
export SDC_FILE = /design/flow/constraint.sdc
export NUM_CORES = 4
export LEC_CHECK = 1
export CORE_AREA = 10 10 70 70
export DIE_AREA = 0 0 80 80
### flow/constraint.sdc
current_design immgen

set clk_period 2.5
set clk_io_pct 0.2

create_clock -name clk0 -period $clk_period

set non_clock_inputs [all_inputs -no_clocks]
set_input_delay [expr $clk_period * $clk_io_pct] -clock clk0 $non_clock_inputs
set_output_delay [expr $clk_period * $clk_io_pct] -clock clk0 [all_outputs]
### flow/design.v
module immgen 
(
    input logic [31:0] instr_i,
    output logic [31:0] imm_o
);
always_comb begin: proc_pc
    case(instr_i[6:0])
        7'b0000011: imm_o = {{20{instr_i[31]}}, instr_i[31:20]};  
        7'b0010011: imm_o = {{20{instr_i[31]}}, instr_i[31:20]};  
        7'b0100011: imm_o = {{20{instr_i[31]}}, instr_i[31:25], instr_i[11:7]};  
        7'b1100011: imm_o = {{20{instr_i[31]}}, instr_i[7], instr_i[30:25], instr_i[11:8], 1'b0};  
        7'b1101111: imm_o = {{12{instr_i[31]}}, instr_i[19:12], instr_i[20], instr_i[30:21], 1'b0};  
        default: imm_o = 32'bx;
    endcase
end
endmodule: immgen
==> results_slide.txt <==
Flow Results at a Glance

Placed design
  – RePlAce Congestion: about 0.83
  – IO buf count: 52
  – Post-Place Worst Slack: -0.204 ns
  – Post-DP HPWL: 1550 µm
  – Placed cell count: around 130
  – Placement Cell Area: 852 µm²

Setup path
  – CP endpoint kind: output pin
  – Crit path DRT: ~2.0 ns
  – Crit. Startpoint: instr_i[4]
  – Stages on the worst setup path: 6
  – CP Launch Type: input port
  – CP bufs+invs: 3
  – Crit-path cells: clkdlybuf4s50_1 -> and4b_4 -> a31oi_4 -> buf_6 -> a31o_1 -> clkdlybuf4s15_1
  – Worst-path fanout max: 6
  – CP endpoint: imm_o[19]
  – Top delay family on crit path: buffers and inverters
  – Crit-path slowest cell: clkdlybuf4s50_1
  – CP Class: in2out
  – Crit path DAT: between 1.5 and 2 ns
  – Delay of the slowest critical-path stage: 0.39 ns

Final timing
  – Relative slew slack: 0.813
  – Worst slew pin tran: 0.280 ns
  – FMAX: about 410 MHz
  – Max-slew violations: 0
  – RSZ-0062 raised after global routing: false
  – Setup TNS: 0 ns
  – Hold Vio Cnt, Final: 0
  – Cycle use final: 0.970
  – Final WS setup: roughly 0.076 ns
  – Final min period: between 2 and 2.5 ns
  – Setup-failing EPs final: 0

Power
  – Clock power share: 0
  – Leak: 0.471 nW
  – Net Switching: about 0.032 mW
  – VDD IR max: a little over 50 µV
  – Power Internal: approximately 0.09 mW
  – Switching share of power: 0.265
  – Comb power frac: 1.000
  – Pwr dens: around 120 nW/µm²
  – Sequential Power Share: 0

Synth
  – Area reported by Yosys stat: around 410 µm²
  – Top cell area share: 0.332
  – Synth warn: 1
  – Cell type with the largest total area: buf_4
  – Seq share, synth: 0
  – Synth top cell by count: buf_4
  – Synthesized area: 407 µm²
  – Mean post-synth cell area: around 8.3 µm²
  – Syn Inst Count: between 40 and 50
  – Basic Gates by Area: 0.160
  – Mux share: 0.111
  – Unique cell type count in the Yosys netlist: 20
  – Largest logic family: buffers and inverters
  – Compound Share, Synth: 0.320
  – Yosys adder share: 0
  – Synth area leaders: buf_4 33%, a31o_1 17%, mux2_2 11%
  – Top cells by count, synth: 18 x buf_4, 8 x a31o_1, 4 x mux2_2
  – Yosys xor share: 0
  – # Cells Yosys: slightly below 50

Global route
  – Largest net degree at the start of global routing: 13
  – GRT Util Overall: 0.0510
  – Vias in the first global route: 511
  – Grt peak-use layer: met2
  – First-pass GRT wire length: around 2700 µm
  – Met2 usage in global routing: 0.0923
  – Met3 usage: 0.0295
  – Total grt overflow: 0
  – Grt met1 use: 0.0514
  – Initial antenna violation count: 0

Worst hold path
  – Hold path cells: 0
  – HP Class: in2out

Run
  – Max cap viols: 0
  – Log Warnings: 33

Route
  – DR iter-0 viols: 8
  – Routed len/inst: 12.9 µm
  – Detailed Route WL: approximately 1800 µm
  – Drt drc: 0
  – Via Count: between 500 and 600
  – Antenna Cells: 0
  – DR vias/cell: between 3 and 4
  – First drt pass iteration count: 5
  – DRT antenna net count: 0

Die
  – Floorplan core density: 0.119
  – Die height: about 80 µm
  – IO Count: roughly 64
  – Die area: approximately 6400 µm²
  – Core area: roughly 3400 µm²
  – Die W: approximately 80 µm
  – # rows: 21

Cells and area
  – Sequential cell count: 0
  – Layout cells sized above 1: 0.277
  – Clk_buf instances: 0
  – Reg area: 0 µm²
  – Layout Cells excl Fill: roughly 140
  – Area grow syn2layout: 140%
  – Post-route cell area: 977 µm²

Run status
  – Status: completed

CTS
  – Cts hold-fix bufs: 0
==> stage by stage <==
step           hold slack [ns]  power, mW   util
2_1_floorplan             1.02     0.0394      -
3_3_place_gp              1.00      0.120  0.249
3_5_place_dp              1.00      0.120  0.249
4_1_cts                   1.00      0.118  0.253
5_1_grt                   1.00      0.133  0.286
6_report                  1.00      0.122  0.286
==> cell families (layout without fill, tap and decap cells) <==
| family | after synthesis | in the layout |
|---|---|---|
| buffers and inverters | 22 | 66 |
| AND/OR/NAND/NOR | 9 | 10 |
| AND-OR/OR-AND | 14 | 14 |
| multiplexers | 4 | 4 |
==> final cells by class <==
class | count | area [µm²]
Fill cell | 353 | 2440
Inverter | 1 | 3.75
Multi-Input combinational cell | 28 | 274
Tap cell | 46 | 57.6
Timing Repair Buffer | 65 | 642
==> worst min path at each step <==
stage	from	slack, ns	end
finish	instr_i[30]	1.00	imm_o[10]
global route	instr_i[27]	1.00	imm_o[7]
CTS	instr_i[30]	1.00	imm_o[10]
==> cell usage in the layout (no fill, tap or decap), drive strengths merged <==
cell and n:
o211ai 1, o2bb2ai 1, dlygate4sd2 3, nor2 1, and4b 1, and3 1, a31o 8, clkdlybuf4s15 3
nand2 1, inv 1, a31oi 1, buf 13, a311oi 1, nand4 1, a32oi 1, dlymetal6s2s 10
o21ai 1, clkdlybuf4s50 35, mux2 4, clkbuf 1, and2 3, and3b 2
==> power groups by stage <==
| stage | Sequential (mW) | Clock [mW] | Combinational (mW) |
|---|---|---|---|
| after CTS | 0 | 0 | 0.118 |
| after global routing | 0 | 0 | 0.133 |
| final | 0 | 0 | 0.122 |
==> routing by layer <==
layer / vias up / routed length (µm)
met1: 220 / 654
met5: - / 0
met2: 27 / 913
met3: 0 / 242
met4: 0 / 0
li1: 257 / -
==> what timing repair did <==
action,CTS,global route
endpoints found under the setup margin,14,8
gates resized,9,23
buffers inserted,1,8
pin swaps,2,5
cloned,1,0
Power figures rest on the tool's default switching activity, not on a simulated workload.
