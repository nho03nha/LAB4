==> flow/design.v <==
module pc (
    input logic clk_i,
    input logic rst_ni,
    input logic pc_src_i,
    input logic [31:0] alu_data_i,
    output logic [31:0] pc_o,
    output logic [31:0] pc_four_o
);
logic [31:0]nxt_pc;  
assign nxt_pc = pc_src_i? alu_data_i:pc_four_o;
always_ff @( posedge clk_i, negedge rst_ni ) begin : proc_pc
    if (!rst_ni) pc_o <= 0;
    else begin
        pc_o <= nxt_pc;
        pc_four_o = pc_o + 32'd4;
    end
end
endmodule: pc
==> flow/run.sh <==
#!/bin/bash
# OpenROAD 26Q1-2900-gdf79404cd8, Yosys 0.63+post, stock flow scripts
make -C /OpenROAD-flow-scripts/flow DESIGN_CONFIG=/design/flow/config.mk WORK_HOME=/design/flow/orfs finish
==> flow/config.mk <==
export PLATFORM = sky130hd
export DESIGN_NAME = pc
export DESIGN_NICKNAME = pc
export VERILOG_FILES = /design/flow/design.v
export SDC_FILE = /design/flow/constraint.sdc
export NUM_CORES = 4
export LEC_CHECK = 1
export CORE_UTILIZATION = 40
==> flow/constraint.sdc <==
current_design pc

set clk_period 5.1
set clk_io_pct 0.2

create_clock -name clk0 -period $clk_period [get_ports {clk_i}]

set non_clock_inputs [all_inputs -no_clocks]
set_input_delay [expr $clk_period * $clk_io_pct] -clock clk0 $non_clock_inputs
set_output_delay [expr $clk_period * $clk_io_pct] -clock clk0 [all_outputs]
==> flow_summary.rst <==
Physical design figures
=======================

.. list-table::
   :header-rows: 1

   * - Metric
     - Value
   * - Status
     - completed
   * - Largest net degree at the start of global routing
     - 34
   * - Power share of the clock group
     - 33.2%
   * - Post-synthesis register bit count
     - 64
   * - Dominant logic cell type in the layout
     - sky130_fd_sc_hd__clkdlybuf4s50_1
   * - Max-Slew Margin vs Limit
     - 53.6%
   * - Cell Int Power
     - 941 µW
   * - Post-Syn Instances
     - 180
   * - Layout Area Growth over Synthesis
     - 45.8%
   * - Element type at the critical path start
     - register
   * - Final Slew Violations
     - 0
   * - TritonCTS clock tree
     - yes
   * - Maximum clock frequency
     - 426 MHz
   * - Final routed DRC violation total
     - 0
   * - Length of the first detailed-routing pass in iterations
     - 12
   * - Worst IR Drop VDD
     - 151 µV
   * - Count of inserted antenna diode cells
     - 0
   * - Die width
     - 84.6 µm
   * - Final worst-path cycle share
     - 46.0%
   * - Number of routed nets with antenna violations
     - 0
   * - Proportion of layout cells with a drive suffix above 1
     - 18.5%
   * - Family of cells with the greatest summed delay on the critical path
     - buffers and inverters
   * - Unrepaired setup endpoints after global routing
     - no
   * - Tally of OpenROAD warnings
     - 26
   * - Comb gate area
     - 943 µm²
   * - Overflow after GRT
     - 0
   * - Number of antenna violations at the first check in global routing
     - 0
   * - Leak pwr
     - 0.00151 µW
   * - Net switching power
     - 267 µW
   * - Area after DPL
     - 3800 µm²
   * - Filler cell count
     - 534
   * - Syn Std Cell Area
     - 2730 µm²
   * - Setup TNS after final layout
     - 0 ns
   * - Post-layout worst setup margin
     - 2.75 ns
   * - Place WS
     - 2.59 ns
   * - Cells in synth_stat.txt
     - 180
   * - Area taken by flip-flops and latches
     - 1760 µm²
   * - Dominant logic cell types in the final layout
     - sky130_fd_sc_hd__clkdlybuf4s50_1, sky130_fd_sc_hd__mux2_2, sky130_fd_sc_hd__edfxtp_1, sky130_fd_sc_hd__dfrtp_1, sky130_fd_sc_hd__xnor2_1
   * - Transition time of the tightest slew-check pin
     - 0.696 ns
   * - # H-tree levels
     - 3
   * - Number of distinct library cells after synthesis
     - 22
   * - CP Capture Type
     - output port
   * - MaxCap Viol Count
     - 0
   * - Setup violators final
     - 0
   * - Final WL
     - 5.76 mm
   * - Total power divided by cell area
     - 303 nW/µm²
   * - Clock edge transition at the registers on the reported setup and hold paths
     - 0.07 ns
   * - Minimum clock period after layout
     - 2.35 ns
   * - Maximum buffer depth of the clock tree
     - 2
   * - Number of primary I/O pins
     - 99
   * - Total Routing Usage GR
     - 18.2%
   * - Root buffer cell
     - sky130_fd_sc_hd__clkbuf_8
   * - Number of buffers created by CTS
     - 9
   * - Yosys warning total
     - 1
   * - Standard-cell rows
     - 29
   * - Cell type of the slowest stage on the worst timing path
     - sky130_fd_sc_hd__clkdlybuf4s50_1
   * - Post-CTS setup buffers
     - 0
   * - Via count
     - 1802
   * - Required time reported for the critical path endpoint
     - 4.08 ns
   * - # hold bufs at CTS
     - 0
   * - Critical Path AT
     - 1.33 ns
   * - Hold crit path type
     - register to register
   * - Part of the power in combinational logic
     - 13.9%
   * - Delay of the slowest critical-path stage
     - 0.51 ns
   * - Part of the total power dissipated in sequential elements
     - 52.8%
   * - Synth Seq Share
     - 64.5%
   * - Count of input and output buffers
     - 98
   * - Final hold violations
     - 0
   * - Floorplan die area
     - 7160 µm²
   * - Clk sink count
     - 64
   * - Critical path fanouts, max
     - 6
   * - Worst path cell trace
     - clkdlybuf4s50_1
   * - Total non-filler cell area in the finished layout
     - 3980 µm²
   * - Detail-routed net length per standard cell
     - 15.6 µm
   * - PostCTS Resize Cnt
     - 0
   * - Detailed placement HPWL
     - 3.97 mm
   * - Category of the critical setup timing path
     - register to output port
   * - Chip height
     - 84.6 µm
   * - Switching share of power
     - 22.1%
   * - Number of design-rule violations left by the first detailed-router iteration
     - 69
   * - Routability cong.
     - 0.763
   * - Mean instance size in the synthesized netlist
     - 15.2 µm²
   * - Skew final
     - 0.00691 ns
   * - Initial Util
     - 42.3%
   * - Clock insertion delay at the later pin of the skew report
     - 0.33 ns
   * - Number of global-route vias before repair
     - 1843
   * - Worst Path Buf+Inv
     - 1
   * - Core Area
     - 6460 µm²
   * - Wire length of the first global-routing pass
     - 9.40 mm
   * - Chip area from the yosys synthesis statistics
     - 2730 µm²
   * - Number of vias per cell after detailed routing
     - 4.88
   * - Final core utilization
     - 61.7%
==> final cells by class <==
class,instances,area share (%)
clock buffer,11,3.30
clock inverter,5,1.19
inverter,3,0.283
multi-input combinational,109,23.7
sequential,64,44.2
tap,77,2.42
timing repair buffer,100,24.9
==> metal layers <==
metal | global-route usage, % | share of wire [%] | vias up
met1 | 29.2 | 45 | 862
met4 | 1.39 | 1.0 | 0
met3 | 5.78 | 6.9 | 5
met2 | 27.4 | 47 | 68
met5 | 0 | 0 | -
li1 | - | - | 867
==> Yosys cell counts <==
library cell / n / area (µm²)
sky130_fd_sc_hd__dfrtp_1: 32 / 801
sky130_fd_sc_hd__edfxtp_1: 32 / 961
sky130_fd_sc_hd__mux2_2: 32 / 360
sky130_fd_sc_hd__xnor2_1: 19 / 166
sky130_fd_sc_hd__nand2_1: 10 / 37.5
sky130_fd_sc_hd__nand3_1: 10 / 50.1
sky130_fd_sc_hd__xor2_1: 9 / 78.8
sky130_fd_sc_hd__nand4_1: 6 / 37.5
sky130_fd_sc_hd__nor2_1: 6 / 22.5
sky130_fd_sc_hd__and3_1: 4 / 25.0
sky130_fd_sc_hd__buf_1: 3 / 11.3
sky130_fd_sc_hd__inv_1: 3 / 11.3
sky130_fd_sc_hd__nor3_1: 3 / 15.0
sky130_fd_sc_hd__nor4_4: 3 / 63.8
sky130_fd_sc_hd__clkbuf_1: 1 / 3.75
sky130_fd_sc_hd__ha_1: 1 / 12.5
sky130_fd_sc_hd__nand3_2: 1 / 10.0
sky130_fd_sc_hd__nand3_4: 1 / 17.5
sky130_fd_sc_hd__nand4_2: 1 / 12.5
sky130_fd_sc_hd__nand4_4: 1 / 21.3
sky130_fd_sc_hd__nor4_1: 1 / 6.26
sky130_fd_sc_hd__or2_1: 1 / 6.26
==> kinds of logic after synthesis <==
family	synth area share (%)
flip-flops	64.5
AND/OR/NAND/NOR	11.9
multiplexers	13.2
XOR/XNOR	8.98
buffers and inverters	0.962
adder cells (fa/ha/maj)	0.458
==> flip-flops by register name (all words and copies together), names as in the netlist <==
| signal | flops |
|---|---|
| pc_four_o | 32 |
| pc_o | 32 |
==> metrics by stage <==
step           total power (µW)  std cells  hold slack (ns)
3_5_place_dp                819        353            0.436
4_1_cts                    1230        369            0.452
2_1_floorplan               684        180            0.401
6_report                   1210        369            0.446
5_1_grt                    1270        369            0.464
3_3_place_gp                819        353            0.432
==> path summary, 6_finish.rpt <==
path,slack (ns),endpoint,cells after the start,from
min in group asynchronous,0.73,pc_o[8],1,rst_ni
setup reg to reg,3.12,pc_four_o[20],5,pc_o[2]
hold / removal,0.45,pc_four_o[0],0,pc_o[0]
hold reg to reg,0.45,pc_four_o[0],0,pc_o[0]
setup / recovery,2.75,pc_o[9],1,pc_o[9]
max in group asynchronous,3.49,pc_o[22],2,rst_ni
==> power by group through the flow <==
| stage | Sequential, µW | Combinational, µW | Clock (µW) |
|---|---|---|---|
| after CTS | 640 | 172 | 415 |
| after global routing | 646 | 184 | 439 |
| final | 638 | 168 | 402 |
Power and IR drop assume default switching activity.
